==> flow/design.v <==
`timescale 1ns / 1ps
module button_handler(
    input clk, reset_n, button_1, button_2, button_3,
    output button_1_edge, button_2_edge, button_3_edge
    );
    wire button_1_debounce, button_2_debounce, button_3_debounce;
    debouncer_delayed b_1(
        .clk(clk),
        .reset_n(reset_n),
        .noisy(button_1),
        .debounced(button_1_debounce)
    );
    debouncer_delayed b_2(
        .clk(clk),
        .reset_n(reset_n),
        .noisy(button_2),
        .debounced(button_2_debounce)
    );
    debouncer_delayed b_3(
        .clk(clk),
        .reset_n(reset_n),
        .noisy(button_3),
        .debounced(button_3_debounce)
    );
    edge_detector edge_1(
        .clk(clk),
        .reset_n(reset_n),
        .level(button_1_debounce),
        .p_edge(button_1_edge)
    );
    edge_detector edge_2(
        .clk(clk),
        .reset_n(reset_n),
        .level(button_2_debounce),
        .p_edge(button_2_edge)
    );
    edge_detector edge_3(
        .clk(clk),
        .reset_n(reset_n),
        .level(button_3_debounce),
        .p_edge(button_3_edge)
    );
endmodule
`timescale 1ns / 1ps
module debouncer_delayed(
    input clk, 
    input reset_n,
    input noisy,
    output debounced
    );
    wire timer_done, timer_reset;
    debouncer_delayed_fsm FSM0(
        .clk(clk),
        .reset_n(reset_n),
        .noisy(noisy),
        .timer_done(timer_done),
        .timer_reset(timer_reset),
        .debounced(debounced)
    );
    timer_parameter #(.FINAL_VALUE(19_999_999)) T0(
        .clk(clk),
        .reset_n(~timer_reset),
        .enable(~timer_reset),
        .done(timer_done)
    );
endmodule
`timescale 1ns / 1ps
module debouncer_delayed_fsm(
    input clk, reset_n,
    input noisy, timer_done,
    output timer_reset, debounced
    );
    reg [1:0] state_reg, state_next;
    parameter s0 = 0, s1 = 1, s2 = 2, s3 = 3;
    always @(posedge clk, negedge reset_n)
    begin
        if (~reset_n)
            state_reg <= 0;
        else
            state_reg <= state_next;
    end
    always @(*)
    begin
        state_next = state_reg;
        case(state_reg)
            s0: if (~noisy)
                    state_next = s0;
                else if (noisy)
                    state_next = s1;
            s1: if (~noisy)
                    state_next = s0;
                else if (noisy & ~timer_done)
                    state_next = s1;
                else if (noisy & timer_done)
                    state_next = s2;
            s2: if (~noisy)
                    state_next = s3;
                else if (noisy)
                    state_next = s2;
            s3: if (noisy)
                    state_next = s2;
                else if (~noisy & ~timer_done)
                    state_next = s3;
                else if (~noisy & timer_done)
                    state_next = s0;
            default: state_next = s0;                                             
        endcase
    end
    assign timer_reset = (state_reg == s0) | (state_reg == s2);
    assign debounced = (state_reg == s2) | (state_reg == s3);
endmodule
`timescale 1ns / 1ps
module edge_detector(
    input clk, reset_n,
    input level,
    output p_edge, n_edge, _edge
    );
    reg state_reg, state_next;
    parameter s0 = 0, s1 = 1;
    always @(posedge clk, negedge reset_n)
    begin
        if (~reset_n)
            state_reg <= s0;
        else
            state_reg <= state_next;
    end
    always @(*)
    begin
        case(state_reg)
            s0: if (level)
                    state_next = s1;
                else
                    state_next = s0;
            s1: if (level)
                    state_next = s1;
                else
                    state_next = s0;
            default: state_next = s0;                
        endcase
    end
    assign p_edge = (state_reg == s0) & level;
    assign n_edge = (state_reg == s1) & ~level;
    assign _edge = p_edge | n_edge;
endmodule
`timescale 1ns / 1ps
module timer_parameter
    #(parameter FINAL_VALUE = 255)(
    input clk,
    input reset_n,
    input enable,
    output done
    );
    localparam BITS = $clog2(FINAL_VALUE);
    reg [BITS - 1:0] Q_reg, Q_next;
    always @(posedge clk, negedge reset_n)
    begin
        if (~reset_n)
            Q_reg <= 'b0;
        else if(enable)
            Q_reg <= Q_next;
        else
            Q_reg <= Q_reg;
    end
    assign done = Q_reg == FINAL_VALUE;
    always @(*)
        Q_next = done? 'b0: Q_reg + 1;
endmodule
==> flow/run.sh <==
#!/bin/bash
# OpenROAD 26Q1-2900-gdf79404cd8, Yosys 0.63+post, stock flow scripts
make -C /OpenROAD-flow-scripts/flow DESIGN_CONFIG=/design/flow/config.mk WORK_HOME=/design/flow/orfs finish
==> flow/config.mk <==
export PLATFORM = sky130hd
export DESIGN_NAME = button_handler
export DESIGN_NICKNAME = button_handler
export VERILOG_FILES = /design/flow/design.v
export SDC_FILE = /design/flow/constraint.sdc
export NUM_CORES = 4
export LEC_CHECK = 1
export CORE_UTILIZATION = 40
==> flow/constraint.sdc <==
current_design button_handler

set clk_period 1.5
set clk_io_pct 0.2

create_clock -name clk0 -period $clk_period [get_ports {clk}]

set non_clock_inputs [all_inputs -no_clocks]
set_input_delay [expr $clk_period * $clk_io_pct] -clock clk0 $non_clock_inputs
set_output_delay [expr $clk_period * $clk_io_pct] -clock clk0 [all_outputs]
==> impl_metrics.prom <==
# HELP chip_impl_metric Metrics from one implementation run
# TYPE chip_impl_metric gauge
chip_impl_metric{name="dieWidth",unit="um"} 108
chip_impl_metric{name="synthToLayoutAreaGrowth",unit="%"} 61.3
chip_impl_info{name="failed_checks",value="negative setup slack"} 1
chip_impl_info{name="synthFlopType",value="sky130_fd_sc_hd__dfrtp_1"} 1
chip_impl_metric{name="report.final.setup_viol",unit=""} 78
chip_impl_metric{name="cts.clk_slew.worst_paths",unit="ns"} 0.09
chip_impl_metric{name="utilization",unit=""} 0.663
chip_impl_info{name="worst_setup_path_endpoint",value="b_2.T0.Q_reg[13]"} 1
chip_impl_info{name="crit_path_start_kind",value="flop"} 1
chip_impl_metric{name="clkLatencyLatePin",unit="ns"} 0.36
chip_impl_info{name="hold_path_class",value="in -> async"} 1
chip_impl_metric{name="grt_pass1_vias",unit=""} 4196
chip_impl_metric{name="placeableCoreArea",unit="mm^2"} 0.0109
chip_impl_metric{name="grt_antenna_before_repair",unit=""} 0
chip_impl_metric{name="power.density_cell_area",unit="mW/mm^2"} 1060
chip_impl_info{name="regToRegEndpoint",value="b_2.T0.Q_reg[13]"} 1
chip_impl_metric{name="sum_of_routed_wire_length_over_all_layers",unit="um"} 11900
chip_impl_metric{name="synthArstFlopShare",unit=""} 1.00
chip_impl_metric{name="critPathMaxStageDelay",unit="ns"} 0.52
chip_impl_info{name="final_common_cell",value="sky130_fd_sc_hd__buf_4"} 1
chip_impl_metric{name="remaining_drc_errors",unit=""} 0
chip_impl_metric{name="design.die.area",unit="mm^2"} 0.0116
chip_impl_metric{name="warning_count",unit=""} 28
chip_impl_metric{name="route.detailed.vias_per_inst",unit=""} 5.30
chip_impl_info{name="final_cell_mix",value="sky130_fd_sc_hd__buf_4, sky130_fd_sc_hd__dfrtp_1, sky130_fd_sc_hd__nand2_1, sky130_fd_sc_hd__buf_6, sky130_fd_sc_hd__xor2_1"} 1
chip_impl_metric{name="worst_slew_margin_rel",unit=""} 0.766
chip_impl_metric{name="drive_above_1_share",unit=""} 0.495
chip_impl_info{name="synthDominantAreaCellType",value="sky130_fd_sc_hd__dfrtp_1"} 1
chip_impl_metric{name="yosys_area",unit="mm^2"} 0.00448
chip_impl_metric{name="place_congestion",unit=""} 0.857
chip_impl_metric{name="fmaxAchievable",unit="MHz"} 529
chip_impl_metric{name="fin_ws",unit="ns"} -0.390
chip_impl_info{name="r2r_start",value="b_2.T0.Q_reg[9]"} 1
chip_impl_info{name="cts.root.buffer_cell",value="sky130_fd_sc_hd__clkbuf_8"} 1
chip_impl_metric{name="enable_flop_cells",unit=""} 0
chip_impl_metric{name="fin_tns_setup",unit="ns"} -12.91
chip_impl_info{name="crit_type",value="reg -> reg"} 1
chip_impl_metric{name="postSynthCellCount",unit=""} 462
chip_impl_metric{name="syn_avg_cell_area",unit="um^2"} 9.69
chip_impl_metric{name="ys.flops",unit=""} 90
chip_impl_metric{name="core.rowCount",unit=""} 38
chip_impl_metric{name="largest_net_degree_at_the_start_of_global_routing",unit=""} 16
chip_impl_metric{name="leakage",unit="uW"} 0.00335
chip_impl_metric{name="warnings_from_yosys",unit=""} 3
chip_impl_metric{name="critPathArrivalTime",unit="ns"} 2.13
chip_impl_info{name="cts_tree",value="built"} 1
chip_impl_metric{name="max_slew.worst_pin.slew",unit="ns"} 0.347
chip_impl_metric{name="path_max_fanout",unit=""} 10
chip_impl_metric{name="timing.final.max_slew_violations",unit=""} 0
chip_impl_metric{name="postCtsHoldBufs",unit=""} 0
chip_impl_info{name="critPathLaunch",value="b_2.T0.Q_reg[9]"} 1
chip_impl_metric{name="clock_skew",unit="ns"} 0.0116
chip_impl_metric{name="final_period_minus_worst_setup_slack",unit="ns"} 1.89
chip_impl_metric{name="timing.reg2reg.setup_slack",unit="ns"} -0.39
chip_impl_metric{name="n_antenna_cell",unit=""} 0
chip_impl_info{name="rsz0062_at_grt",value="true"} 1
chip_impl_info{name="timing.critical_path.to_type",value="flop"} 1
chip_impl_metric{name="finalClockPeriodUsage",unit=""} 1.26
chip_impl_metric{name="ant_nets",unit=""} 0
chip_impl_metric{name="placed_inst_area",unit="mm^2"} 0.00585
chip_impl_metric{name="die.size.y",unit="um"} 108
chip_impl_metric{name="htree_levels",unit=""} 3
chip_impl_metric{name="numPortBuffers",unit=""} 7
chip_impl_metric{name="worst-path-buf-inv",unit=""} 1
chip_impl_metric{name="drv_cap",unit=""} 0
chip_impl_metric{name="tritoncts_num_sinks",unit=""} 90
chip_impl_metric{name="final_hold_viol_count",unit=""} 0
chip_impl_metric{name="detail_route.first_pass.iterations",unit=""} 5
chip_impl_metric{name="post-layout-total-power",unit="uW"} 7690
chip_impl_metric{name="dr_total_vias",unit=""} 4259
chip_impl_metric{name="track_usage",unit=""} 0.219
chip_impl_metric{name="cts-root-to-sink-buffers",unit=""} 2
chip_impl_metric{name="routed_wire_length_per_instance",unit="um"} 14.8
chip_impl_info{name="top_cells_by_area",value="sky130_fd_sc_hd__dfrtp_1, sky130_fd_sc_hd__xor2_1, sky130_fd_sc_hd__nand2_1"} 1
chip_impl_info{name="kind_of_cell_with_the_highest_combined_delay_on_the_critical_path",value="simple AND/OR/NAND/NOR gates"} 1
chip_impl_metric{name="synth_cell_types",unit=""} 40
chip_impl_metric{name="post-dp-hpwl",unit="um"} 7260
chip_impl_info{name="worst_path_max_delay_cell",value="sky130_fd_sc_hd__or4_1"} 1
chip_impl_metric{name="final_area",unit="mm^2"} 0.00722
chip_impl_metric{name="seq_total_area_yosys",unit=""} 0.504
chip_impl_metric{name="cp_num_cells",unit=""} 5
chip_impl_metric{name="drt_iter0_markers",unit=""} 216
chip_impl_metric{name="grt-ovfl-total",unit=""} 0
chip_impl_info{name="critical_path.cell_chain",value="or4_1, or4_4, nor3_4, buf_12, a21oi_1"} 1
chip_impl_metric{name="floorplan.core_util",unit=""} 0.411
chip_impl_metric{name="netlist.area_leader.share",unit=""} 0.486
chip_impl_metric{name="grt_pass1_wl",unit="um"} 19700
chip_impl_metric{name="critPathRequiredTime",unit="ns"} 1.74
chip_impl_metric{name="cts_inserted_buffers",unit=""} 9
chip_impl_metric{name="ios",unit=""} 8
chip_impl_metric{name="worst_ir_drop_vdd",unit="uV"} 1220
chip_impl_metric{name="synth_area",unit="mm^2"} 0.00448
chip_impl_metric{name="ff2ff_path_depth",unit=""} 5
chip_impl_info{name="outcome",value="complete, but fails checks"} 1
chip_impl_metric{name="synth-cells-yosys",unit=""} 462
==> worst register-to-register path: stages, from the launching register on <==
cell	delay [ns]
sky130_fd_sc_hd__dfrtp_1	0.39
sky130_fd_sc_hd__or4_1	0.52
sky130_fd_sc_hd__or4_4	0.48
sky130_fd_sc_hd__nor3_4	0.18
sky130_fd_sc_hd__buf_12	0.16
sky130_fd_sc_hd__a21oi_1	0.04
==> synthesized netlist by cell type (4+ instances only) <==
master / instances
sky130_fd_sc_hd__buf_2: 4
sky130_fd_sc_hd__o21a_1: 5
sky130_fd_sc_hd__and3_1: 11
sky130_fd_sc_hd__o31ai_1: 8
sky130_fd_sc_hd__xnor2_1: 16
sky130_fd_sc_hd__or4_1: 10
sky130_fd_sc_hd__and2_1: 4
sky130_fd_sc_hd__nand4_1: 24
sky130_fd_sc_hd__nand3_1: 21
sky130_fd_sc_hd__nor2_1: 25
sky130_fd_sc_hd__o211ai_1: 4
sky130_fd_sc_hd__clkbuf_1: 8
sky130_fd_sc_hd__or2_2: 4
sky130_fd_sc_hd__nor4_1: 8
sky130_fd_sc_hd__nor4b_1: 4
sky130_fd_sc_hd__dfrtp_1: 87
sky130_fd_sc_hd__and4_1: 9
sky130_fd_sc_hd__inv_1: 21
sky130_fd_sc_hd__nand2_1: 48
sky130_fd_sc_hd__o21ai_0: 26
sky130_fd_sc_hd__xor2_1: 30
sky130_fd_sc_hd__nor3_1: 15
sky130_fd_sc_hd__or3_1: 21
sky130_fd_sc_hd__a21oi_1: 25
==> routing by layer <==
| metal | vias to the layer above | track usage | share of wire |
|---|---|---|---|
| met3 | 13 | 0.0309 | 0.043 |
| met1 | 2061 | 0.334 | 0.48 |
| li1 | 2085 | - | - |
| met5 | - | 0 | 0 |
| met2 | 100 | 0.354 | 0.47 |
| met4 | 0 | 0.0215 | 0.012 |
==> cell type report <==
type | count | area, um^2
Fill cell | 725 | 3670
Multi-Input combinational cell | 339 | 2780
Sequential cell | 90 | 2260
Timing Repair Buffer | 198 | 1700
Tap cell | 140 | 175
Clock buffer | 12 | 155
Inverter | 21 | 93.8
Clock inverter | 4 | 50.0
==> where the power goes <==
group	leakage, uW	internal (uW)	switching (uW)	total (uW)
clock	0.0000986	860	860	1720
sequential	0.00115	2770	316	3090
combinational	0.00210	1600	1280	2880
==> worst min-delay path by stage <==
stage / startpoint / end / slack (ns) / cells after the start
after CTS: reset_n / b_2.FSM0.state_reg[2] / 0.23 / 2
after global routing: reset_n / edge_2.state_reg / 0.25 / 2
final: reset_n / b_2.FSM0.state_reg[1] / 0.24 / 2
==> through the flow <==
step | cells | hold slack, ns | worst slack (ns)
5_1_grt | 804 | 0.252 | -0.460
4_1_cts | 794 | 0.227 | -0.382
6_report | 804 | 0.237 | -0.390
2_1_floorplan | 462 | 0.00441 | -0.411
3_3_place_gp | 731 | 0.482 | -0.466
3_5_place_dp | 731 | 0.487 | -0.481
==> logic make-up after synthesis <==
family,after synthesis,share of synthesized area
compound gates,74,0.0964
xor+xnor,46,0.0900
fa+ha+maj,3,0.00839
buf+inv,33,0.0288
flops,90,0.504
simple gates,216,0.272
==> repair_timing <==
action / 4_1_cts / 5_1_grt
cloned: 3 / 0
gates resized: 119 / 79
buffers inserted: 44 / 18
pin swaps: 71 / 52
endpoints found under the setup margin: 78 / 89
Power figures rest on the tool's default switching activity, not on a simulated workload.
