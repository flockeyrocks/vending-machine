`./config.mk`:
```
export PLATFORM = sky130hd
export DESIGN_NAME = bin2bcd
export DESIGN_NICKNAME = bin2bcd
export VERILOG_FILES = /design/flow/design.v
export SDC_FILE = /design/flow/constraint.sdc
export NUM_CORES = 4
export LEC_CHECK = 1
export CORE_AREA = 10 10 74 74
export DIE_AREA = 0 0 84 84
```
`./constraint.sdc`:
```
current_design bin2bcd

set clk_period 4.6
set clk_io_pct 0.2

create_clock -name clk0 -period $clk_period

set non_clock_inputs [all_inputs -no_clocks]
set_input_delay [expr $clk_period * $clk_io_pct] -clock clk0 $non_clock_inputs
set_output_delay [expr $clk_period * $clk_io_pct] -clock clk0 [all_outputs]
```
`./design.v`:
```
`timescale 1ns / 1ps
module add_3(
    input [3:0] x,
    output reg [3:0] y
    );
    always@(x) begin
        case(x)
        0:y = 4'b0000;
        1:y = 4'b0001;
        2:y = 4'b0010;
        3:y = 4'b0011;
        4:y = 4'b0100;
        5:y = 4'b1000;
        6:y = 4'b1001;
        7:y = 4'b1010;
        8:y = 4'b1011;
        9:y = 4'b1100;
        default: y = 'bx;
        endcase
    end
endmodule
`timescale 1ns / 1ps
module bin2bcd(
    input [7:0] binary,
    output [11:0] BCD
    );
    wire [4:0] A0Row1,A1Row1,A2Row1,A3Row1;                              
    wire [4:0] S0Row1,S1Row1,S2Row1,S3Row1;
    wire [3:0] AiRow2Column1,AiRow2Column2,SiRow2Column1,SiRow2Column2;  
    generate
    genvar i;
        for(i=0;i<5;i=i+1) begin
            add_3 addRow1
            (
                .x({A3Row1[i],A2Row1[i],A1Row1[i],A0Row1[i]}),
                .y({S3Row1[i],S2Row1[i],S1Row1[i],S0Row1[i]})
            );
        end 
    endgenerate
    add_3 addRow2Column1
    (
        .x(AiRow2Column1),
        .y(SiRow2Column1)
    );
    add_3 addRow2Column2
    (
        .x(AiRow2Column2),
        .y(SiRow2Column2)
    );
    assign A0Row1 = binary[5:1];
    assign A1Row1 = {binary[6],S0Row1[4:1]};
    assign A2Row1 = {binary[7],S1Row1[4:1]};
    assign A3Row1 = {1'b0,S2Row1[4:1]};
    assign AiRow2Column1 = {1'b0,S3Row1[4:2]};
    assign AiRow2Column2 = {SiRow2Column1[2:0],S3Row1[1]};
    assign BCD[0] = binary[0];
    assign BCD[4:1] = {S3Row1[0],S2Row1[0],S1Row1[0],S0Row1[0]};
    assign BCD[8:5] = SiRow2Column2;
    assign BCD[9] = SiRow2Column1[3];
    assign BCD[11:10] = {2'b00};
endmodule
```
`./run.sh`:
```
#!/bin/bash
# OpenROAD 26Q1-2900-gdf79404cd8, Yosys 0.63+post, stock flow scripts
make -C /OpenROAD-flow-scripts/flow DESIGN_CONFIG=/design/flow/config.mk WORK_HOME=/design/flow/orfs finish
```
==> flow_metrics.env <==
# physical design summary
export IMPL_drv_slew=0
export IMPL_top_area_cell="o21ai_0"
export IMPL_drt_iter0_drc=152
export IMPL_place_area_um2=863
export IMPL_rsz0062_at_grt="false"
export IMPL_seqCellArea_um2=0
export IMPL_p_sw_frac=0.464
export IMPL_num_vias=814
export IMPL_clkPwrFrac=0
export IMPL_num_rows=23
export IMPL_post_cts_resize_count=0
export IMPL_dieArea_um2=7060
export IMPL_drc=0
export IMPL_initCoreUtil=0.174
export IMPL_post_cts_buffers=0
export IMPL_areaGrowthSynthToFinish_pct=25.0
export IMPL_portBuffers=16
export IMPL_hp_class="in2out"
export IMPL_p_seq_frac=0
export IMPL_drive_gt1_frac=0.0696
export IMPL_fmax_ghz=0.237
export IMPL_final_area_um2=863
export IMPL_area_leaders="o21ai_0, buf_4, nor4bb_1, nor3b_1, xnor2_1"
export IMPL_yosys_stat_seqShare=0
export IMPL_grt_max_degree=28
export IMPL_cp_arrival_ns=3.30
export IMPL_cts_hold_buf=0
export IMPL_die_h_um=84
export IMPL_grt_pass1_vias=685
export IMPL_p_leak_nw=0.304
export IMPL_grt_pass1_wl_um=3410
export IMPL_hold_viol_final=0
export IMPL_synth_top_area_share=0.0652
export IMPL_cp_startpoint="binary[3]"
export IMPL_cp_data_required_time_ns=3.68
export IMPL_endpoint_kind="primary output"
export IMPL_finalSetupViolations=0
export IMPL_p_int_w=0.0000462
export IMPL_switching_power_w=0.0000400
export IMPL_critPathLaunchType="input port"
export IMPL_antenna_found_initial=0
export IMPL_flops=0
export IMPL_synthesis_area_um2=691
export IMPL_worstPathMaxFanout=18
export IMPL_ys_area_um2=691
export IMPL_tightest_slew_ns=0.561
export IMPL_crit_type="in2out"
export IMPL_warnings=32
export IMPL_synthCells=108
export IMPL_crit_end="BCD[1]"
export IMPL_fin_cells=165
export IMPL_status="complete, no violations"
export IMPL_timing_slew_headroom=0.625
export IMPL_p_comb_frac=1.000
export IMPL_grt_overflow=0
export IMPL_ant_nets=0
export IMPL_synthDistinctLibCells=44
export IMPL_gp_congestion=0.891
export IMPL_ios=20
export IMPL_die_size_x_um=84
export IMPL_tns_ns=0
export IMPL_nClkBuffers=0
export IMPL_period_used=0.918
export IMPL_grt_use_total=0.0531
export IMPL_wl_per_cell_um=12.1
export IMPL_dp_hpwl_um=1560
export IMPL_n_antenna_cell=0
export IMPL_yosys_warnings=1
export IMPL_avgViaCountPerCell=4.93
export IMPL_p_per_area_nw_per_um2=99.8
export IMPL_wirelength_um=2000
export IMPL_drtPass1Iterations=4
export IMPL_ys_cells=108
export IMPL_place_inst=165
export IMPL_period_needed_ns=4.22
export IMPL_cap_violations=0
export IMPL_ir_drop_mv=0.0237
export IMPL_core_area_um2=3970
export IMPL_synth_avg_cell_area_um2=6.40
-- worst min-delay path by stage --
stage	from	to	slack, ns	cells after the start
final	binary[0]	BCD[0]	1.84	0
after global routing	binary[0]	BCD[0]	1.84	0
after CTS	binary[0]	BCD[0]	1.84	0
-- power groups by stage --
stage | Combinational [W] | Sequential, W | Clock (W)
finish | 0.0000862 | 0 | 0
global route | 0.0000966 | 0 | 0
CTS | 0.0000872 | 0 | 0
-- layout make-up --
class | count | area (um^2)
Timing Repair Buffer | 21 | 198
Inverter | 6 | 22.5
Tap cell | 50 | 62.6
Fill cell | 459 | 3110
Multi-Input combinational cell | 88 | 581
-- layout by cell type (no fill, tap or decap), types with 3 or more instances in the layout --
master and count:
a211oi_1 3, a21oi_1 5, a31oi_1 4, buf_4 5, clkdlybuf4s50_1 16, inv_1 6, nand2_1 5, nand3_1 5
nor2_1 6, nor2b_1 4, nor3b_1 4, nor4bb_1 3, o21ai_0 9, o22ai_1 3, xnor2_1 3
-- cells by family (layout without fill, tap and decap cells) --
kind of cell	count (synthesis)	count (layout)	share of synthesized area
AND-OR/OR-AND	43	43	0.429
XOR/XNOR	3	3	0.0381
other	1	2	0.00543
AND/OR/NAND/NOR	40	40	0.362
buffers and inverters	21	27	0.165
-- metal layers --
layer	routed length [um]	up-vias	track usage
met2	867	18	0.0801
met1	1000	370	0.0791
li1	-	426	-
met3	127	0	0.0108
met5	0	-	0
met4	0	0	0
-- synthesized netlist by cell type --
cell       n
nor2_1     6
a221oi_1   1
o21a_1     2
nor2b_1    4
a31oi_1    4
nand4_1    1
a21o_1     1
buf_4      6
or3_4      1
o21ba_2    1
a211o_1    1
and4b_1    1
a21oi_1    5
xnor2_1    3
o22ai_1    3
a32o_1     1
nor4bb_1   3
o21ai_0    9
a22oi_2    1
and4_1     1
nand2_1    5
a211oi_1   3
o311ai_0   1
buf_2      4
a22oi_1    2
buf_6      1
o211ai_1   2
o311a_1    1
nand3_1    5
or3_1      1
and2b_1    1
and3_1     2
a21boi_1   1
nor4_1     1
conb_1     1
a2bb2oi_1  1
nor3b_1    4
and3b_1    2
o2111ai_1  2
inv_1      6
o21ai_1    1
clkbuf_1   4
or2b_1     1
nor3_1     1
-- critical path, cell delays in order --
cell and delay (ns):
clkdlybuf4s50_1 0.68, and3_1 0.34, o21ba_2 0.22, o2111ai_1 0.20, and3_1 0.25, a211o_1 0.28, clkdlybuf4s50_1 0.40
-- metrics by stage --
step | utilization | total power, W | hold WS (ns) | worst slack, ns
floorplan | - | 0.0000540 | 1.91 | 1.57
global placement | 0.217 | 0.0000873 | 1.84 | 0.376
detailed placement | 0.217 | 0.0000869 | 1.84 | 0.374
CTS | 0.217 | 0.0000872 | 1.84 | 0.375
global route | 0.217 | 0.0000966 | 1.84 | 0.164
finish | 0.217 | 0.0000862 | 1.84 | 0.376
Power figures rest on the tool's default switching activity, not on a simulated workload.
