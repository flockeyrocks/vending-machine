## /design/flow/run.sh

```bash
#!/bin/bash
# OpenROAD 26Q1-2900-gdf79404cd8, Yosys 0.63+post, stock flow scripts
make -C /OpenROAD-flow-scripts/flow DESIGN_CONFIG=/design/flow/config.mk WORK_HOME=/design/flow/orfs finish
```

## /design/flow/config.mk

```make
export PLATFORM = sky130hd
export DESIGN_NAME = vending_machine_fsm
export DESIGN_NICKNAME = vending_machine_fsm
export VERILOG_FILES = /design/flow/design.v
export SDC_FILE = /design/flow/constraint.sdc
export NUM_CORES = 4
export LEC_CHECK = 1
export CORE_AREA = 10 10 71 71
export DIE_AREA = 0 0 81 81
```

## /design/flow/constraint.sdc

```tcl
current_design vending_machine_fsm

set clk_period 2.7
set clk_io_pct 0.2

create_clock -name clk0 -period $clk_period [get_ports {clk}]

set non_clock_inputs [all_inputs -no_clocks]
set_input_delay [expr $clk_period * $clk_io_pct] -clock clk0 $non_clock_inputs
set_output_delay [expr $clk_period * $clk_io_pct] -clock clk0 [all_outputs]
```

## /design/flow/design.v

```verilog
`timescale 1ns / 1ps
module vending_machine_fsm(
    input clk, c5, c10, c25, item_taken, reset_n,
    output dispense, 
    output r5, r10, r20,
    output [7:0] amount
    );
    localparam s0=4'b0000, s1=4'b0001, s2=4'b0010, s3=4'b0011, s4=4'b0100,
               s5=4'b0101, s6=4'b0110, s7=4'b0111, s8=4'b1000,
               s9=4'b1001;
    reg[3:0] state_reg, state_next;
    wire[2:0] coins;
    assign coins = {c25,c10,c5};
    always @(posedge clk, negedge reset_n)
    begin
        if(~reset_n)
        begin
            state_reg <= 0;
        end
        else
            state_reg <= state_next;   
    end
    always@*
    begin
        case(state_reg)
            s0: case(coins)
                    3'b000:state_next = s0;
                    3'b001:state_next = s1;
                    3'b010:state_next = s2;
                    3'b100:state_next = s5;
                endcase
            s1: case(coins)
                    3'b000:state_next = s1;
                    3'b001:state_next = s2;
                    3'b010:state_next = s3;
                    3'b100:state_next = s6;
                endcase
            s2: case(coins)
                    3'b000:state_next = s2;
                    3'b001:state_next = s3;
                    3'b010:state_next = s4;
                    3'b100:state_next = s7;
                endcase
            s3: case(coins)
                    3'b000:state_next = s3;
                    3'b001:state_next = s4;
                    3'b010:state_next = s5;
                    3'b100:state_next = s8;
                endcase
            s4: case(coins)
                    3'b000:state_next = s4;
                    3'b001:state_next = s5;
                    3'b010:state_next = s6;
                    3'b100:state_next = s9;
                endcase
            s5: case(item_taken)
                    1'b0:state_next = s5;
                    1'b1:state_next = s0;
                endcase
            s6: case(item_taken)
                    1'b0:state_next = s6;
                    1'b1:state_next = s0;
                endcase 
            s7: case(item_taken)
                    1'b0:state_next = s7;
                    1'b1:state_next = s0;
                endcase 
            s8: case(item_taken)
                    1'b0:state_next = s8;
                    1'b1:state_next = s0;
                endcase 
            s9: case(item_taken)
                    1'b0:state_next = s9;
                    1'b1:state_next = s0;
                endcase 
            default state_next = state_reg;
        endcase
    end
    assign dispense = (state_reg == s5) | (state_reg == s6) | (state_reg == s7) | 
                      (state_reg == s8) | (state_reg == s9);
    assign r5 = (state_reg == s6) | (state_reg == s8);
    assign r10 = (state_reg == s7) | (state_reg == s8);
    assign r20 = (state_reg == s9);
    assign amount = (state_reg*5);
endmodule
```

==> reports/metrics.yaml <==
critical_path:
  cp.arrival_ns: 2.09
  crit_path_end_kind: "output pin"
  crit_chain: "ha_1 -> ha_1 -> fa_2 -> clkdlybuf4s50_1"
  crit_start: "state_reg[1]"
  cp_max_fo: 2
  crit_required_ns: 2.16
  critPathKind: "reg2out"
  slowest_delay_ns: 0.52
  slowest_stage: "fa_2"
  start_kind: "register"
  timing.critical_path.mode_cell: "ha_1"
global_route:
  grt_pass1_vias: 545
  grt_pass1_wl_um: 2330
  grt-busiest-layer: "met2"
  met2_usage: 0.0677
  gr-usage-all-layers: 0.0429
  grt_use_met3: 0.0245
  grt_max_degree: 18
  gr-usage-met1: 0.0500
  grt_overflow_total: 0
  antenna_found_initial: 0
route:
  drt_iter0_markers: 6
  drt_wl_total_um: 1440
  drt-vias-per-instance: 4.20
  drtAntennaViolNets: 0
  diodes: 0
  wl_per_cell_um: 10.3
  first_pass_iters: 4
  vias: 588
  drcViolationCount: 0
cells_and_area:
  final_cell_mix: "clkdlybuf4s50_1, o21ai_0, nor2_1, nand2_1, a21oi_1"
  area_growth_pct: 34.4
  final_layout_top_logic_cell: "clkdlybuf4s50_1"
  drive_gt1_frac: 0.130
  fillCellCount: 411
logic_synthesis:
  ys_ff: 8
  largest_area_cell: "dfrtp_1"
  yosysCellCount: 77
  synth_cell_types: 31
  synth_area_per_cell_um2: 8.25
  netlist_area_um2: 636
  yosys.area.top_type_share: 0.157
  synth.yosys.warnings: 1
  syn_inst: 77
  top_cells_by_area: "dfrtp_1, dlxtn_1, ha_1, buf_6, o21ai_0"
  yosys_area_um2: 636
floorplanning:
  die_h_um: 81
  core_area_um2: 3630
  initCoreUtil: 0.175
  dieWidth_um: 81
  die_area_um2: 6560
  row_count: 22
  io_pins: 18
final_timing:
  finalSetupViolations: 0
  fin_crit_ns: 2.63
  fin_ws_ns: 0.0718
  slew_violations: 0
  untimed_endpoints: 8
  hold_viol: 0
  unclocked_pins: 4
  period_used_share: 0.973
  fin_setup_tns_ns: 0
  max_freq_mhz: 380
  grt_setup_unrepaired: "false"
clock_network:
  h-tree-depth: 1
  path_clk_slew_ns: 0.03
  clockBufferDepth: 2
  cts_hold_buf: 0
  cts_tree: "built"
  root_buffer: "clkbuf_8"
  cts_buffers: 3
power_and_ir_drop:
  power_uw: 247
  power_density_nw_per_um2: 289
  p_leak_uw: 0.000356
  peakVddDrop_mv: 0.0954
hold_path:
  min_path_type: "in2async"
run:
  tool_warnings: 25
  maxCapViolations: 0
placement:
  place_congestion: 0.793
  numPortBuffers: 16
  pre_cts_ws_ns: 0.270
  hpwl_um: 1130
outcome:
  status: "finished, final reports clean"
[cell usage after synthesis, drive strengths merged]
library cell	n
dfrtp	4
xor2	2
o21ai	8
nor2	7
ha	4
or3	1
or3b	1
and2b	1
nand2	6
a211oi	2
dlxtn	4
buf	8
nor2b	2
nor4	2
o221ai	1
xnor2	2
o31ai	1
o21a	3
nand2b	3
o22ai	1
nand3	1
and3b	1
and3	2
inv	2
a2111oi	1
a21oi	5
conb	1
fa	1
[per-stage QoR]
| step | hold slack, ns | util | area (µm²) | std cells |
|---|---|---|---|---|
| 2_1_floorplan | 0.244 | - | 636 | 77 |
| 3_3_place_gp | 0.755 | 0.223 | 811 | 137 |
| 3_5_place_dp | 0.759 | 0.223 | 811 | 137 |
| 4_1_cts | 0.533 | 0.235 | 852 | 140 |
| 5_1_grt | 0.550 | 0.235 | 855 | 140 |
| 6_report | 0.528 | 0.235 | 855 | 140 |
[report_power, final]
group	switching, µW	leakage [µW]	internal, µW
registers	0.998	0.0000822	66.5
logic	24.6	0.000252	29.6
clock network	30.0	0.0000216	94.9
total	55.7	0.000356	191
[critical path, delay by kind of cell (launching register included)]
| family | cells | cell delay [ns] |
|---|---|---|
| adders and majority gates | 3 | 1.05 |
| buffers and inverters | 1 | 0.45 |
| DFF | 1 | 0.37 |
[kinds of logic (layout without fill, tap and decap cells)]
| group | after synthesis | count (layout) | synth area share |
|---|---|---|---|
| AOI/OAI and AO/OA | 22 | 22 | 0.211 |
| xor gates and xnor gates | 4 | 4 | 0.0551 |
| adders and majority gates | 5 | 5 | 0.110 |
| buffers and inverters | 10 | 25 | 0.130 |
| DFF | 4 | 4 | 0.157 |
| latches | 4 | 4 | 0.0945 |
| other | 1 | 1 | 0.00590 |
| and+or+nand+nor | 27 | 27 | 0.236 |
[worst max path at each step]
stage | cells after the start | endpoint
final | 4 | amount[4]
after global routing | 4 | amount[4]
after CTS | 5 | amount[5]
[final cells by class]
cell class                      instances  area (µm²)  share of cell area
Inverter                                2        7.51             0.00878
Sequential cell                         8         160               0.187
Clock buffer                            3        41.3              0.0483
Tap cell                               48        60.1              0.0703
Multi-Input combinational cell         59         395               0.463
Timing Repair Buffer                   20         190               0.223
[routing by layer]
| layer | vias up | wire length (µm) | part of all wire |
|---|---|---|---|
| met5 | - | 0 | 0 |
| met4 | 0 | 25 | 0.017 |
| met3 | 4 | 187 | 0.13 |
| met2 | 17 | 591 | 0.41 |
| met1 | 268 | 631 | 0.44 |
| li1 | 299 | - | - |
[what timing repair did]
action | 4_1_cts | 5_1_grt
gates resized | 0 | 1
setup buffers | 0 | 0
setup endpoints to repair | 0 | 1
Power figures rest on the tool's default switching activity, not on a simulated workload.
